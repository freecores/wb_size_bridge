==> config.mk <==
export PLATFORM = sky130hd
export DESIGN_NAME = asram_if
export DESIGN_NICKNAME = asram_if
export VERILOG_FILES = /design/flow/design.v
export SDC_FILE = /design/flow/constraint.sdc
export NUM_CORES = 4
export LEC_CHECK = 1
export CORE_UTILIZATION = 30
==> constraint.sdc <==
current_design asram_if

set clk_period 5.9
set clk_io_pct 0.2

create_clock -name clk0 -period $clk_period [get_ports {wb_clk_i}]

set non_clock_inputs [all_inputs -no_clocks]
set_input_delay [expr $clk_period * $clk_io_pct] -clock clk0 $non_clock_inputs
set_output_delay [expr $clk_period * $clk_io_pct] -clock clk0 [all_outputs]
==> design.v <==
module asram_if(
                  inout   [15:0]  sram_dq,     
                  output  [17:0]  sram_addr,   
                  output          sram_ub_n,   
                  output          sram_lb_n,   
                  output          sram_we_n,   
                  output          sram_ce_n,   
                  output          sram_oe_n,   
                  input           wb_clk_i,    
                  input           wb_rst_i,
                  input   [18:0]  wb_adr_i,
                  input   [31:0]  wb_dat_i,
                  input           wb_we_i,
                  input           wb_stb_i,
                  input           wb_cyc_i,
                  input   [3:0]   wb_sel_i,
                  output  [31:0]  wb_dat_o,
                  output          wb_ack_o
                );
  wire [15:0] wb_lo_dat_o;
  wire [31:0] wb_lo_adr_o;
  wire        wb_lo_cyc_o;
  wire        wb_lo_stb_o;
  wire        wb_lo_we_o;
  wire [1:0]  wb_lo_sel_o;
  wire        wb_lo_ack_i = 1'b1;
  wire        wb_lo_err_i = 1'b0;
  wire        wb_lo_rty_i = 1'b0;
  wb_size_bridge i_wb_size_bridge(
                                    .wb_hi_clk_i(wb_clk_i),
                                    .wb_hi_rst_i(wb_rst_i),
                                    .wb_hi_dat_o(wb_dat_o),
                                    .wb_hi_dat_i(wb_dat_i),
                                    .wb_hi_adr_i( {13'h0000, wb_adr_i} ),
                                    .wb_hi_cyc_i(wb_cyc_i),
                                    .wb_hi_stb_i(wb_stb_i),
                                    .wb_hi_we_i(wb_we_i),
                                    .wb_hi_sel_i(wb_sel_i),
                                    .wb_hi_ack_o(wb_ack_o),
                                    .wb_hi_err_o(),
                                    .wb_hi_rty_o(),
                                    .wb_lo_clk_o(),
                                    .wb_lo_rst_o(),
                                    .wb_lo_dat_i(sram_dq),
                                    .wb_lo_dat_o(wb_lo_dat_o),
                                    .wb_lo_adr_o(wb_lo_adr_o),
                                    .wb_lo_cyc_o(wb_lo_cyc_o),
                                    .wb_lo_stb_o(wb_lo_stb_o),
                                    .wb_lo_we_o(wb_lo_we_o),
                                    .wb_lo_sel_o(wb_lo_sel_o),
                                    .wb_lo_ack_i(wb_lo_ack_i),
                                    .wb_lo_err_i(wb_lo_err_i),
                                    .wb_lo_rty_i(wb_lo_rty_i),
                                    .lo_byte_if_i(1'b0)
                                  );
  assign sram_dq    = wb_lo_we_o ? wb_lo_dat_o : 16'hzz;
  assign sram_addr  = wb_lo_adr_o[18:1];
  assign sram_ub_n  = ~wb_lo_sel_o[1];
  assign sram_lb_n  = ~wb_lo_sel_o[0];
  assign sram_we_n  = ~wb_lo_we_o;
  assign sram_ce_n  = 1'b0;
  assign sram_oe_n  = wb_lo_we_o;
endmodule
`timescale 1ns/10ps
module wb_size_bridge(
                        input         wb_hi_clk_i,
                        input         wb_hi_rst_i,
                        output [31:0] wb_hi_dat_o,
                        input  [31:0] wb_hi_dat_i,
                        input  [31:0] wb_hi_adr_i,
                        input         wb_hi_cyc_i,
                        input         wb_hi_stb_i,
                        input         wb_hi_we_i,
                        input  [3:0]  wb_hi_sel_i,
                        output        wb_hi_ack_o,
                        output        wb_hi_err_o,
                        output        wb_hi_rty_o,
                        output        wb_lo_clk_o,
                        output        wb_lo_rst_o,
                        input  [15:0] wb_lo_dat_i,
                        output [15:0] wb_lo_dat_o,
                        output [31:0] wb_lo_adr_o,
                        output        wb_lo_cyc_o,
                        output        wb_lo_stb_o,
                        output        wb_lo_we_o,
                        output [1:0]  wb_lo_sel_o,
                        input         wb_lo_ack_i,
                        input         wb_lo_err_i,
                        input         wb_lo_rty_i,
                        input         lo_byte_if_i
                      );
  reg [2:0] state_enc;
  wire state_enc_3_more_chunks  = state_enc[2];
  wire state_enc_1_more_chunks  = state_enc[1];
  wire state_enc_error          = state_enc[0];
  always @(*)
    case( { lo_byte_if_i, wb_hi_sel_i } )
      5'b1_0001:  state_enc = { 1'b0, 1'b0, 1'b0 };
      5'b1_0010:  state_enc = { 1'b0, 1'b0, 1'b0 };
      5'b1_0100:  state_enc = { 1'b0, 1'b0, 1'b0 };
      5'b1_1000:  state_enc = { 1'b0, 1'b0, 1'b0 };
      5'b1_0011:  state_enc = { 1'b0, 1'b1, 1'b0 };
      5'b1_1100:  state_enc = { 1'b0, 1'b1, 1'b0 };
      5'b1_1111:  state_enc = { 1'b1, 1'b0, 1'b0 };
      5'b0_0001:  state_enc = { 1'b0, 1'b0, 1'b0 };
      5'b0_0010:  state_enc = { 1'b0, 1'b0, 1'b0 };
      5'b0_0100:  state_enc = { 1'b0, 1'b0, 1'b0 };
      5'b0_1000:  state_enc = { 1'b0, 1'b0, 1'b0 };
      5'b0_0011:  state_enc = { 1'b0, 1'b0, 1'b0 };
      5'b0_1100:  state_enc = { 1'b0, 1'b0, 1'b0 };
      5'b0_1111:  state_enc = { 1'b0, 1'b1, 1'b0 };
      default:   state_enc = { 1'b0, 1'b0, 1'b1 };
    endcase
  localparam   STATE_DONT_CARE     = 4'b????;
  localparam   STATE_PASS_THROUGH  = 4'b0001;
  localparam   STATE_1_MORE_CHUNK  = 4'b0010;
  localparam   STATE_2_MORE_CHUNK  = 4'b0100;
  localparam   STATE_3_MORE_CHUNK  = 4'b1000;
  reg [3:0] state;
  reg [3:0] next_state;
  always @(posedge wb_hi_clk_i or posedge wb_hi_rst_i)
    if(wb_hi_rst_i)
      state <= STATE_PASS_THROUGH;
    else
      state <= next_state;
  always @(*)
    case( state )
      STATE_PASS_THROUGH: if( state_enc_1_more_chunks & wb_lo_ack_i & wb_hi_stb_i & wb_hi_cyc_i )
                            next_state = STATE_1_MORE_CHUNK;
                          else if( state_enc_3_more_chunks & wb_lo_ack_i & wb_hi_stb_i & wb_hi_cyc_i )
                            next_state = STATE_3_MORE_CHUNK;
                          else
                            next_state = STATE_PASS_THROUGH;
      STATE_3_MORE_CHUNK: if( wb_lo_ack_i )
                            next_state = STATE_2_MORE_CHUNK;
                          else
                            next_state = STATE_3_MORE_CHUNK;
      STATE_2_MORE_CHUNK: if( wb_lo_ack_i )
                            next_state = STATE_1_MORE_CHUNK;
                          else
                            next_state = STATE_2_MORE_CHUNK;
      STATE_1_MORE_CHUNK: if( wb_lo_ack_i )
                            next_state = STATE_PASS_THROUGH;
                          else
                            next_state = STATE_1_MORE_CHUNK;
      default:            next_state = STATE_PASS_THROUGH;
    endcase
  reg [3:0] byte_enable;
  localparam   BYTE_N_ENABLED  = 4'b0000;
  localparam   BYTE_0_ENABLED  = 4'b0001;
  localparam   BYTE_1_ENABLED  = 4'b0010;
  localparam   BYTE_2_ENABLED  = 4'b0100;
  localparam   BYTE_3_ENABLED  = 4'b1000;
  reg [1:0] byte_select;
  localparam   BYTE_0_SELECTED  = 2'b00;
  localparam   BYTE_1_SELECTED  = 2'b01;
  localparam   BYTE_2_SELECTED  = 2'b10;
  localparam   BYTE_3_SELECTED  = 2'b11;
  localparam   BYTE_X_SELECTED  = 2'b??;
  always @(*)
    casez( { lo_byte_if_i, wb_hi_sel_i, state } )
      { 1'b1, 4'b0001, STATE_PASS_THROUGH }:  byte_enable = BYTE_0_ENABLED;
      { 1'b1, 4'b0010, STATE_PASS_THROUGH }:  byte_enable = BYTE_1_ENABLED;
      { 1'b1, 4'b0100, STATE_PASS_THROUGH }:  byte_enable = BYTE_2_ENABLED;
      { 1'b1, 4'b1000, STATE_PASS_THROUGH }:  byte_enable = BYTE_3_ENABLED;
      { 1'b1, 4'b0011, STATE_PASS_THROUGH }:  byte_enable = BYTE_0_ENABLED;
      { 1'b1, 4'b0011, STATE_1_MORE_CHUNK }:  byte_enable = BYTE_1_ENABLED;
      { 1'b1, 4'b1100, STATE_PASS_THROUGH }:  byte_enable = BYTE_2_ENABLED;
      { 1'b1, 4'b1100, STATE_1_MORE_CHUNK }:  byte_enable = BYTE_3_ENABLED;
      { 1'b1, 4'b1111, STATE_PASS_THROUGH }:  byte_enable = BYTE_0_ENABLED;
      { 1'b1, 4'b1111, STATE_3_MORE_CHUNK }:  byte_enable = BYTE_1_ENABLED;
      { 1'b1, 4'b1111, STATE_2_MORE_CHUNK }:  byte_enable = BYTE_2_ENABLED;
      { 1'b1, 4'b1111, STATE_1_MORE_CHUNK }:  byte_enable = BYTE_3_ENABLED;
      { 1'b0, 4'b????, STATE_DONT_CARE }:     byte_enable = BYTE_N_ENABLED;
      default:                                byte_enable = BYTE_N_ENABLED;
    endcase
  always @(*)
    case( byte_enable )
      BYTE_0_ENABLED:  byte_select = BYTE_0_SELECTED;
      BYTE_1_ENABLED:  byte_select = BYTE_1_SELECTED;
      BYTE_2_ENABLED:  byte_select = BYTE_2_SELECTED;
      BYTE_3_ENABLED:  byte_select = BYTE_3_SELECTED;
      default:  byte_select = 2'bxx;
    endcase
  reg [1:0] word_enable;
  localparam   WORD_N_ENABLED  = 2'b00;
  localparam   WORD_0_ENABLED  = 2'b01;
  localparam   WORD_1_ENABLED  = 2'b10;
  reg word_select;
  localparam   WORD_0_SELECTED  = 1'b0;
  localparam   WORD_1_SELECTED  = 1'b1;
  localparam   WORD_X_SELECTED  = 1'b?;
  always @(*)
    casez( { lo_byte_if_i, wb_hi_sel_i, state } )
      { 1'b0, 4'b0011, STATE_PASS_THROUGH }:  word_enable = WORD_0_ENABLED;
      { 1'b0, 4'b1100, STATE_PASS_THROUGH }:  word_enable = WORD_1_ENABLED;
      { 1'b0, 4'b0001, STATE_PASS_THROUGH }:  word_enable = WORD_0_ENABLED;
      { 1'b0, 4'b0010, STATE_PASS_THROUGH }:  word_enable = WORD_0_ENABLED;
      { 1'b0, 4'b0100, STATE_PASS_THROUGH }:  word_enable = WORD_1_ENABLED;
      { 1'b0, 4'b1000, STATE_PASS_THROUGH }:  word_enable = WORD_1_ENABLED;
      { 1'b0, 4'b1111, STATE_PASS_THROUGH }:  word_enable = WORD_0_ENABLED;
      { 1'b0, 4'b1111, STATE_1_MORE_CHUNK }:  word_enable = WORD_1_ENABLED;
      { 1'b1, 4'b????, STATE_DONT_CARE }:     word_enable = WORD_N_ENABLED;
      default:                                word_enable = WORD_N_ENABLED;
    endcase
  always @(*)
    case( word_enable )
      WORD_0_ENABLED: word_select = WORD_0_SELECTED;
      WORD_1_ENABLED: word_select = WORD_1_SELECTED;
      default:        word_select = 1'bx;
    endcase
  reg [1:0] byte_write_mux_enc;
  always @(*)
    casez( {lo_byte_if_i, byte_select, word_select} )
      { 1'b1, BYTE_0_SELECTED, WORD_X_SELECTED }: byte_write_mux_enc = 2'b00;
      { 1'b1, BYTE_1_SELECTED, WORD_X_SELECTED }: byte_write_mux_enc = 2'b01;
      { 1'b1, BYTE_2_SELECTED, WORD_X_SELECTED }: byte_write_mux_enc = 2'b10;
      { 1'b1, BYTE_3_SELECTED, WORD_X_SELECTED }: byte_write_mux_enc = 2'b11;
      { 1'b0, BYTE_X_SELECTED, WORD_0_SELECTED }: byte_write_mux_enc = 2'b00;
      { 1'b0, BYTE_X_SELECTED, WORD_1_SELECTED }: byte_write_mux_enc = 2'b10;
      default:                                    byte_write_mux_enc = 2'b00;
    endcase
  reg [7:0] byte_write_mux;
  always @(*)
    case( byte_write_mux_enc )
      2'b00:    byte_write_mux = wb_hi_dat_i[7:0];
      2'b01:    byte_write_mux = wb_hi_dat_i[15:8];
      2'b10:    byte_write_mux = wb_hi_dat_i[23:16];
      2'b11:    byte_write_mux = wb_hi_dat_i[31:24];
      default:  byte_write_mux = wb_hi_dat_i[7:0];
    endcase
  reg [7:0] word_write_mux;
  always @(*)
    case( word_select )
      WORD_0_SELECTED:  word_write_mux = wb_hi_dat_i[15:8];
      WORD_1_SELECTED:  word_write_mux = wb_hi_dat_i[31:24];
      default:          word_write_mux = wb_hi_dat_i[15:8];
    endcase
  wire [7:0] read_word_lo_mux = wb_lo_dat_i[7:0];
  wire [7:0] read_word_hi_mux = ( word_enable[0] | word_enable[1] )? wb_lo_dat_i[15:8] : wb_lo_dat_i[7:0];
  reg [31:0] read_buffer;
  wire read_buffer_0_enable = (byte_enable[0] | word_enable[0]) & ~wb_hi_we_i;
  wire read_buffer_1_enable = (byte_enable[1] | word_enable[0]) & ~wb_hi_we_i;
  wire read_buffer_2_enable = (byte_enable[2] | word_enable[1]) & ~wb_hi_we_i;
  wire read_buffer_3_enable = (byte_enable[3] | word_enable[1]) & ~wb_hi_we_i;
  always @(posedge wb_hi_clk_i)
    if( read_buffer_0_enable )
      read_buffer[7:0] <= read_word_lo_mux;
  always @(posedge wb_hi_clk_i)
    if( read_buffer_1_enable )
      read_buffer[15:8] <= read_word_hi_mux;
  always @(posedge wb_hi_clk_i)
    if( read_buffer_2_enable )
      read_buffer[23:16] <= read_word_lo_mux;
  always @(posedge wb_hi_clk_i)
    if( read_buffer_3_enable )
      read_buffer[31:24] <= read_word_hi_mux;
  wire [31:0] read_buffer_mux;
  assign read_buffer_mux[7:0]   = read_buffer_0_enable ? read_word_lo_mux : read_buffer[7:0];
  assign read_buffer_mux[15:8]  = read_buffer_1_enable ? read_word_hi_mux : read_buffer[15:8];
  assign read_buffer_mux[23:16] = read_buffer_2_enable ? read_word_lo_mux : read_buffer[23:16];
  assign read_buffer_mux[31:24] = read_buffer_3_enable ? read_word_hi_mux : read_buffer[31:24];
  wire [1:0] lo_addr_bits;
  assign lo_addr_bits = ( |byte_enable ) ? byte_select : { word_select, 1'b0 };
  wire all_done = ( ~(|state_enc) & (state == STATE_PASS_THROUGH) ) |
                  ( |state_enc & (state == STATE_1_MORE_CHUNK) );
  reg [1:0] wb_lo_sel_r;                                  
  always @(*)
    casez( { lo_byte_if_i, wb_hi_sel_i, state } )      
      { 1'b0, 4'b0001, STATE_PASS_THROUGH }:  wb_lo_sel_r = 2'b01;
      { 1'b0, 4'b0010, STATE_PASS_THROUGH }:  wb_lo_sel_r = 2'b10;
      { 1'b0, 4'b0100, STATE_PASS_THROUGH }:  wb_lo_sel_r = 2'b01;
      { 1'b0, 4'b1000, STATE_PASS_THROUGH }:  wb_lo_sel_r = 2'b10;
      default:                                wb_lo_sel_r = 2'b11;
    endcase
  assign wb_hi_dat_o = read_buffer_mux;
  assign wb_hi_err_o = (wb_lo_err_i | state_enc_error) & wb_hi_stb_i & wb_hi_cyc_i;
  assign wb_hi_rty_o = wb_lo_rty_i;
  assign wb_hi_ack_o = all_done & wb_hi_stb_i & wb_hi_cyc_i & wb_lo_ack_i;
  assign wb_lo_adr_o = { wb_hi_adr_i[31:2], lo_addr_bits };
  assign wb_lo_clk_o = wb_hi_clk_i;
  assign wb_lo_rst_o = wb_hi_rst_i;
  assign wb_lo_cyc_o = wb_hi_cyc_i;
  assign wb_lo_stb_o = wb_hi_stb_i;
  assign wb_lo_we_o  = wb_hi_we_i & wb_hi_stb_i & wb_hi_cyc_i;
  assign wb_lo_dat_o = {word_write_mux, byte_write_mux};
  assign wb_lo_sel_o = wb_lo_sel_r;
endmodule
==> run.sh <==
#!/bin/bash
# OpenROAD 26Q1-2900-gdf79404cd8, Yosys 0.63+post, stock flow scripts
make -C /OpenROAD-flow-scripts/flow DESIGN_CONFIG=/design/flow/config.mk WORK_HOME=/design/flow/orfs finish
==> impl_metrics.toml <==
# implementation run metrics
[clock_network]
ctsResizeCount = 0
numCtsBuffers = 5
clk_pin_slew_ns = 0.07
htreeDepth = 2
cts_tree = "built"
hold_buffers = 0
cts.sinks = 34
cts_setup_buffers = 0
clockBufferDepth = 2
clkLatencyLatePin_ns = 0.28
root_buffer = "clkbuf_8"

[cells_and_area]
final-instance-count-excl-fill = 339
drive_gt1_share_pct = 20.23
area_delta_synth_final_pct = 40.43
logic_area_mm2 = 0.001026
seq_area_um2 = 691.9
fill_cells = 639

[routing]
vias_per_cell = 4.861
drt_iter0_markers = 69
wire_per_inst_um = 14.62
drc = 0
vias = 1648
finalWirelength_mm = 4.957
drt_pre_antenna_iters = 4
ant_nets = 0
antenna_cells = 0

[floorplan]
die_width_um = 82.74
rows = 29
dieArea_mm2 = 0.006846
ios = 132
fp-utilization_pct = 30.98
chipHeight_um = 82.74
core_mm2 = 0.006314

[critical_path]
arrival_ns = 3.74
path_buffers = 3
r2r_end = "i_wb_size_bridge.read_buffer[26]"
start_kind = "primary input"
end_kind = "primary output"
crit_fanout = 9
slowest_stage = "clkdlybuf4s50_1"
cp_top_family = "buffers and inverters"
criticalPathCategory = "primary input to primary output"
slowest_delay_ns = 0.58
required_ns = 4.72
r2r_start = "i_wb_size_bridge.state[0]"
worst_path_most_repeated_cell = "clkdlybuf4s50_1"
path_cells = "clkdlybuf4s50_1 > or2_4 > a2bb2oi_4 > nor3_4 > buf_4 > mux2_4 > clkdlybuf4s50_1"
reg2regPathDepth = 6
r2r_setup_slack_ns = 3.81

[synth]
synth.area.top_cells = "dfxtp_1, mux2_2, buf_4"
top_cells_by_count = "dfxtp_1, mux2_2, buf_4"
synth.avg_cell_area_um2 = 9.634
ys_types = 36
top_area_share_pct = 32.76
yosys-stat-cells = 203
top_cell = "dfxtp_1"
synth_flops = 34
ys_async_sr_fraction_pct = 5.882
ff_type = "dfxtp_1"
yosysWarnings = 5
yosys.area.top_type = "dfxtp_1"
syn_area_mm2 = 0.001956
synth_chip_area_mm2 = 0.001956
synthCells = 203
synth_seq_share_pct = 35.38
synth-edff-count = 0

[min_path]
hold_end = "i_wb_size_bridge.read_buffer[9]"
hp-class = "register to register"
hp-start = "i_wb_size_bridge.read_buffer[9]"
hold_depth = 1

[job]
warnings = 30
drv_cap = 0

[power]
vdd_drop_max_uv = 131.3
power_density_mw_per_mm2 = 267.9
power_mw = 0.7358
leakagePower_nw = 1.060

[global_route]
antenna_found_initial = 0
grt_pass1_vias = 1561
grt_max_degree = 23
grt_overflow_total = 0
track_usage_pct = 14.91
grt_pass1_wl_mm = 7.590

[sta]
finalClockSkew_ns = 0.003265
finalSetupViolations = 0
holdWs_ns = 0.4728
fin_crit_ns = 4.925
tns_ns = 0
slew_viol_final = 0
max_freq_mhz = 203.0
hold_viol = 0
fin_ws_ns = 0.9750
worst_pin_slew_ns = 0.8279
rsz0062_at_grt = "false"
fin_crit_sh_pct = 83.47
max_slew_margin_pct = 44.48

[place]
pre_cts_slack_ns = 0.9236
dp.cells = 331
portBuffers = 78
gp_congestion = 0.8045
dp_hpwl_mm = 3.543

[run_status]
status = "completed"
## how the worst max path moves through the flow
stage,endpoint,slack [ns],cells after the start,from
after global routing,wb_dat_o[6],0.79,7,wb_sel_i[2]
final,wb_dat_o[6],0.98,7,wb_sel_i[2]
after CTS,wb_dat_o[6],0.93,7,wb_sel_i[2]
## area by class of cell
| cell class | instances | share of cell area [%] |
|---|---|---|
| multi-input cells | 131 | 37.36 |
| repair buffers | 83 | 29.80 |
| flip-flops and latches | 34 | 25.19 |
| well taps | 77 | 3.508 |
| clock buffers | 7 | 3.144 |
| inverters | 6 | 0.8200 |
| clock inverters | 1 | 0.1822 |
## placed cells by master, fill, tap and decap left out, drive strengths merged
cell / n
nand2: 1
mux2: 32
nor2b: 3
o2bb2ai: 1
and3: 1
o211ai: 2
a31oi: 16
o21ai: 17
a22oi: 1
nor3b: 2
nor3: 4
or2: 1
buf: 5
xnor2: 1
nand2b: 1
ha: 4
dfrtp: 1
or3b: 1
clkdlybuf4s50: 78
dfxtp: 32
mux2i: 1
nand3: 18
clkbuf: 7
a21oi: 1
clkinv: 1
inv: 6
nor2: 19
dfstp: 1
a2bb2oi: 1
conb: 1
a32o: 2
## power breakdown
group / leakage (nW) / switching, mW / total (mW) / internal, mW
clock: 0.0482 / 0.0814 / 0.176 / 0.0941
combinational: 0.717 / 0.0777 / 0.260 / 0.183
sequential: 0.294 / 0.0130 / 0.300 / 0.287
total: 1.06 / 0.172 / 0.736 / 0.564
## state kept, by name (all words and copies together) (netlist names)
name                          cells
i_wb_size_bridge.read_buffer     32
i_wb_size_bridge.state            2
## per-stage QoR
step | utilization [%] | area [um^2]
6_report | 43.50 | 2746
5_1_grt | 43.50 | 2746
4_1_cts | 43.50 | 2746
3_5_place_dp | 42.05 | 2655
3_3_place_gp | 42.05 | 2655
2_1_floorplan | - | 1956
## metal layers
layer | GRT usage, % | share of wire (%)
met3 | 3.010 | 6.7
met5 | 0 | 0
met1 | 22.03 | 46
met2 | 23.36 | 47
met4 | 1.897 | 0.56
## cells by family after synthesis
kind of cell / after synthesis / synth area share [%]
buffers and inverters: 38 / 12.60
flip-flops: 34 / 35.38
AND-OR/OR-AND: 41 / 14.27
multiplexers: 33 / 20.86
XOR/XNOR: 1 / 0.8320
other: 1 / 0.1918
adder cells (fa/ha/maj): 4 / 2.559
AND/OR/NAND/NOR: 51 / 13.31
Power and IR drop assume default switching activity.
